===== design/flow/run.sh =====
#!/bin/bash
# OpenROAD 26Q1-2900-gdf79404cd8, Yosys 0.63+post, stock flow scripts
make -C /OpenROAD-flow-scripts/flow DESIGN_CONFIG=/design/flow/config.mk WORK_HOME=/design/flow/orfs finish

===== design/flow/config.mk =====
export PLATFORM = sky130hd
export DESIGN_NAME = morse_lut
export DESIGN_NICKNAME = morse_lut
export VERILOG_FILES = /design/flow/design.v
export SDC_FILE = /design/flow/constraint.sdc
export NUM_CORES = 4
export LEC_CHECK = 1
export CORE_AREA = 10 10 84 84
export DIE_AREA = 0 0 94 94

===== design/flow/constraint.sdc =====
current_design morse_lut

set clk_period 2.3
set clk_io_pct 0.2

create_clock -name clk0 -period $clk_period

set non_clock_inputs [all_inputs -no_clocks]
set_input_delay [expr $clk_period * $clk_io_pct] -clock clk0 $non_clock_inputs
set_output_delay [expr $clk_period * $clk_io_pct] -clock clk0 [all_outputs]

===== design/flow/design.v =====
module morse_lut(
    input[7:0] ascii,
    output reg[23:0] morse
);
    localparam DOT  = 3'b010, DASH = 3'b011, LAST = 3'b100;
    localparam[23:0] space = LAST << 18,
                     charA = {DOT, DASH|LAST} << 18,
                     charB = {DASH, DOT, DOT, DOT|LAST} << 12,
                     charC = {DASH, DOT, DASH, DOT|LAST} << 12,
                     charD = {DASH, DOT, DOT|LAST} << 15,
                     charE = {DOT|LAST} << 21,
                     charF = {DOT, DOT, DASH, DOT|LAST} << 12,
                     charG = {DASH, DASH, DOT|LAST} << 15,
                     charH = {DOT, DOT, DOT, DOT|LAST} << 12,
                     charI = {DOT, DOT|LAST} << 18,
                     charJ = {DOT, DASH, DASH, DASH|LAST} << 12,
                     charK = {DASH, DOT, DASH|LAST} << 15,
                     charL = {DOT, DASH, DOT, DOT|LAST} << 12,
                     charM = {DASH, DASH|LAST} << 18,
                     charN = {DASH, DOT|LAST} << 18,
                     charO = {DASH, DASH, DASH|LAST} << 15,
                     charP = {DOT, DASH, DASH, DOT|LAST} << 12,
                     charQ = {DASH, DASH, DOT, DASH|LAST} << 12,
                     charR = {DOT, DASH, DOT|LAST} << 15,
                     charS = {DOT, DOT, DOT|LAST} << 15,
                     charT = {DASH|LAST} << 21,
                     charU = {DOT, DOT, DASH|LAST} << 15,
                     charV = {DOT, DOT, DOT, DASH|LAST} << 12,
                     charW = {DOT, DASH, DASH|LAST} << 15,
                     charX = {DASH, DOT, DOT, DASH|LAST} << 12,
                     charY = {DASH, DOT, DASH, DASH|LAST} << 12,
                     charZ = {DASH, DASH, DOT, DOT|LAST} << 12,
                     num0 = {DASH, DASH, DASH, DASH, DASH|LAST} << 9,
                     num1 = {DOT, DASH, DASH, DASH, DASH|LAST} << 9,
                     num2 = {DOT, DOT, DASH, DASH, DASH|LAST} << 9,
                     num3 = {DOT, DOT, DOT, DASH, DASH|LAST} << 9,
                     num4 = {DOT, DOT, DOT, DOT, DASH|LAST} << 9,
                     num5 = {DOT, DOT, DOT, DOT, DOT|LAST} << 9,
                     num6 = {DASH, DOT, DOT, DOT, DOT|LAST} << 9,
                     num7 = {DASH, DASH, DOT, DOT, DOT|LAST} << 9,
                     num8 = {DASH, DASH, DASH, DOT, DOT|LAST} << 9,
                     num9 = {DASH, DASH, DASH, DASH, DOT|LAST} << 9,
                     punctPeriod     = {DOT, DASH, DOT, DASH, DOT, DASH|LAST} << 6,
                     punctComma      = {DASH, DASH, DOT, DOT, DASH, DASH|LAST} << 6,
                     punctColon      = {DASH, DASH, DASH, DOT, DOT, DOT|LAST} << 6,
                     punctQuestion   = {DOT, DOT, DASH, DASH, DOT, DOT|LAST} << 6,
                     punctApostrophe = {DOT, DASH, DASH, DASH, DASH, DOT|LAST} << 6,
                     punctHyphen     = {DASH, DOT, DOT, DOT, DOT, DASH|LAST} << 6,
                     punctSlash      = {DASH, DOT, DOT, DASH, DOT|LAST} << 9,
                     punctLeftPar    = {DASH, DOT, DASH, DASH, DOT|LAST} << 9,
                     punctRightPar   = {DASH, DOT, DASH, DASH, DOT, DASH|LAST} << 6,
                     punctQuotation  = {DOT, DASH, DOT, DOT, DASH, DOT|LAST} << 6,
                     punctEqual      = {DASH, DOT, DOT, DOT, DASH|LAST} << 9,
                     punctError      = {DOT, DOT, DOT, DOT, DOT, DOT, DOT, DOT|LAST},
                     punctCross      = {DOT, DASH, DOT, DASH, DOT|LAST} << 9,
                     punctAt         = {DOT, DASH, DASH, DOT, DASH, DOT|LAST} << 6;
    always @* begin
        case(ascii)
            8'd32: morse = space;
            8'd34: morse = punctQuotation;
            8'd39: morse = punctApostrophe;
            8'd40: morse = punctLeftPar;
            8'd41: morse = punctRightPar;
            8'd43: morse = punctCross;
            8'd44: morse = punctComma;
            8'd45: morse = punctHyphen;
            8'd46: morse = punctPeriod;
            8'd47: morse = punctSlash;
            8'd48: morse = num0;
            8'd49: morse = num1;
            8'd50: morse = num2;
            8'd51: morse = num3;
            8'd52: morse = num4;
            8'd53: morse = num5;
            8'd54: morse = num6;
            8'd55: morse = num7;
            8'd56: morse = num8;
            8'd57: morse = num9;
            8'd58: morse = punctColon;
            8'd61: morse = punctEqual;
            8'd63: morse = punctQuestion;
            8'd64: morse = punctAt;
            8'd97, 8'd65: morse = charA;
            8'd98, 8'd66: morse = charB;
            8'd99, 8'd67: morse = charC;
            8'd100, 8'd68: morse = charD;
            8'd101, 8'd69: morse = charE;
            8'd102, 8'd70: morse = charF;
            8'd103, 8'd71: morse = charG;
            8'd104, 8'd72: morse = charH;
            8'd105, 8'd73: morse = charI;
            8'd106, 8'd74: morse = charJ;
            8'd107, 8'd75: morse = charK;
            8'd108, 8'd76: morse = charL;
            8'd109, 8'd77: morse = charM;
            8'd110, 8'd78: morse = charN;
            8'd111, 8'd79: morse = charO;
            8'd112, 8'd80: morse = charP;
            8'd113, 8'd81: morse = charQ;
            8'd114, 8'd82: morse = charR;
            8'd115, 8'd83: morse = charS;
            8'd116, 8'd84: morse = charT;
            8'd117, 8'd85: morse = charU;
            8'd118, 8'd86: morse = charV;
            8'd119, 8'd87: morse = charW;
            8'd120, 8'd88: morse = charX;
            8'd121, 8'd89: morse = charY;
            8'd122, 8'd90: morse = charZ;
            default: morse = punctError;
        endcase
    end
endmodule

==> reports/metrics.cfg <==
[floorplanning]
io_pins = 32
die_y_um = 94
initial_utilization_pct = 21.5
core.rowCount = 26
die_w_um = 94
core_mm2 = 0.00520
die-area_mm2 = 0.00884

[synthesis]
synthAdderAreaFrac_pct = 12.3
top_area_cell = ha_1
mux_share_pct = 5.59
yosysTopAreaCellShare_pct = 12.3
syn_inst = 178
yosysWarnings = 1
avgSynthCellArea_um2 = 6.29
ys_chip_area_mm2 = 0.00112
yosysUniqueCellTypes = 48
syn_area_mm2 = 0.00112
area_leaders = ha_1, a21oi_1, o21ai_0
ys_cells = 178
ys_sh_simple_pct = 29.1
topCombFamilyByArea = AND-OR/OR-AND gates
xor_share_pct = 0
synth_seq_share_pct = 0
ys_sh_aoi_pct = 39.1

[final_layout]
num-fill-cells = 504
syn2layout_area_growth_pct = 93.2
drive_above_1_share_pct = 53.3
lay_top_count = buf_4
seq_area_um2 = 0
lay_top_cells = buf_4, a21oi_1, nand2_1
nClkBuffers = 0
seq_cell_count = 0
post-route-util_pct = 41.6

[critical_path]
path_class = in -> out
cp-end-kind = output pin
cp_max_fo = 5
crit_required_ns = 1.84
crit_arrival_ns = 1.85
cp-startpoint = ascii[0]
startpoint_type = input pin

[sta]
setup_slack_ns = -0.00585
min_period_ns = 2.31
rsz0062_at_grt = yes
max_clock_freq_mhz = 434
hold_slack_ns = 1.41
slew_viol_final = 0
period_used_pct = 100
hold_viol_final = 0
finalSetupViolCount = 1

[drt]
diodes = 0
drtIter0Drc = 111
ant_nets = 0
drt-total-wl_mm = 4.65
route.detailed.drc = 0
dr.pass1.iters = 4
wire_per_inst_um = 14.1
via_per_inst = 4.89
num_vias = 1609

[run_status]
violations = setup timing
status = finished with violations

[power]
power-per-cell-area_mw_per_mm2 = 173
ir_drop_mv = 0.0743
leakagePower_nw = 0.958

[global_route]
grt_pass1_wl_mm = 7.92
grt_util_met3_pct = 0.485
gr-total-overflow = 0
grt.busiest_layer = met2
grtUsageTotal_pct = 10.6
first_global_vias = 1588
grt_use_met2_pct = 18.8
antenna_found_initial = 0
grtUsageMet1_pct = 14.6
grt_start_max_net_pins = 20

[worst_hold_path]
min_path_type = in -> out
min-delay-start = ascii[7]

[flow_run]
drv_cap = 0
warnings = 43

[clock_network]
cts_hold_buf = 0

[placement]
dpl.hpwl_mm = 3.56
port_buffers = 29
gp_congestion = 0.943

==> cell usage after synthesis, types with 3 or more instances <==
library cell and n:
nor2b_1 5, ha_1 11, mux2i_1 4, o21ai_0 18, a221oi_1 3, nand2b_1 7, a31oi_1 5, inv_1 5
clkbuf_1 3, a21o_1 3, a21oi_1 19, nor3_1 4, nor2_1 13, inv_2 3, buf_4 6, nand2_1 15
o21ai_1 3, buf_2 8, nand3_1 7
==> cell families after synthesis <==
logic type               Yosys count
AND-OR/OR-AND                     70
adder cells (fa/ha/maj)           11
buffers and inverters             27
other                              1
AND/OR/NAND/NOR                   64
multiplexers                       5
==> repair_timing <==
item,CTS,global route
gates resized,111,40
endpoints found under the hold margin,0,0
setup buffers,9,3
pin swaps,27,19
setup endpoints to repair,21,17
==> area by class of cell <==
cell class / instances / area (µm²) / area share (%)
inverters: 8 / 40.0 / 1.85
well taps: 70 / 87.6 / 4.05
multi-input cells: 153 / 1250 / 57.7
repair buffers: 98 / 788 / 36.4
==> worst max-delay path, cell delays in order <==
cell and delay, ns:
buf_12 0.09, ha_4 0.17, inv_2 0.06, buf_4 0.13, ha_2 0.16, o21ai_2 0.16
o21ai_2 0.08, nand2b_1 0.06, clkdlybuf4s50_1 0.46
==> per-layer routing <==
metal / up-vias / wire [µm] / part of all wire [%]
li1: 805 / - / -
met1: 752 / 2060 / 44
met2: 52 / 2360 / 51
met3: 0 / 232 / 5.0
met4: 0 / 0 / 0
met5: - / 0 / 0
==> power by group <==
part	switching [mW]	internal, mW	total [mW]	leakage (nW)
clock	0	0	0	0
combinational	0.179	0.195	0.374	0.958
sequential	0	0	0	0
==> final timing paths <==
path | endpoint | depth (start not counted)
worst min-delay path | morse[9] | 4
worst max-delay path | morse[10] | 9
==> through the flow <==
stage / total power [mW] / TNS, ns / std cells / cell area, µm² / setup WS, ns
2_1_floorplan: 0.155 / 0 / 180 / 1130 / 0.106
4_1_cts: 0.351 / -0.301 / 326 / 2090 / -0.0700
5_1_grt: 0.409 / -0.365 / 329 / 2160 / -0.0919
3_3_place_gp: 0.304 / -15.48 / 317 / 1810 / -0.913
6_report: 0.374 / -0.00585 / 329 / 2160 / -0.00585
3_5_place_dp: 0.303 / -16.18 / 317 / 1810 / -0.959
Power is estimated from default activity; no workload was simulated.
